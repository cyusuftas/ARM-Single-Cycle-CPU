`flow/run.sh`:
```
#!/bin/bash
# OpenROAD 26Q1-2900-gdf79404cd8, Yosys 0.63+post, stock flow scripts
make -C /OpenROAD-flow-scripts/flow DESIGN_CONFIG=/design/flow/config.mk WORK_HOME=/design/flow/orfs finish
```
`flow/config.mk`:
```
export PLATFORM = sky130hd
export DESIGN_NAME = Data_Memory
export DESIGN_NICKNAME = Data_Memory
export VERILOG_FILES = /design/flow/design.v
export SDC_FILE = /design/flow/constraint.sdc
export NUM_CORES = 4
export LEC_CHECK = 1
export CORE_UTILIZATION = 50
```
`flow/constraint.sdc`:
```
current_design Data_Memory

set clk_period 67.3
set clk_io_pct 0.2

create_clock -name clk0 -period $clk_period [get_ports {clk}]

set non_clock_inputs [all_inputs -no_clocks]
set_input_delay [expr $clk_period * $clk_io_pct] -clock clk0 $non_clock_inputs
set_output_delay [expr $clk_period * $clk_io_pct] -clock clk0 [all_outputs]
```
`flow/design.v`:
```
module Data_Memory(clk, A, WD, MemWrite, out);
	input clk, MemWrite;
	input [31:0] A;
	input [31:0] WD;
	output reg [31:0] out;
	reg [7:0] data_mem [0:255];
	integer i;
	initial begin
		data_mem[0] = 8'b0;
		data_mem[1] = 8'b0;
		data_mem[2] = 8'b0;
		data_mem[3] = 8'b0;
		data_mem[4] = 8'b1;
		data_mem[5] = 8'b0;
		data_mem[6] = 8'b0;
		data_mem[7] = 8'b0;
		data_mem[8] = 8'b01;
		data_mem[9] = 8'b0;
		data_mem[10] = 8'b0;
		data_mem[11] = 8'b0;
		data_mem[12] = 8'b11;
		data_mem[13] = 8'b0;
		data_mem[14] = 8'b0;
		data_mem[15] = 8'b0;
 		for(i=16; i<256; i=i+1) begin
			data_mem[i] = i;
		end
	end
	always @(posedge clk)
	begin
		if(MemWrite) begin
			{data_mem[A+3],data_mem[A+2],data_mem[A+1],data_mem[A]} <= WD;
		end
	end
	always @(A)
	begin
		out = {data_mem[A+3],data_mem[A+2],data_mem[A+1],data_mem[A]};
	end
endmodule
```
==> flow_metrics.py <==
# Physical implementation metrics
metrics = {
    "power_and_ir_drop": {
        "vdd_ir_drop_max_mv": 0.0215,
        "fin_total_pwr_w": 0.00415,
        "power.density_cell_area_nw_per_um2": 18.9,
        "total_leakage_power_nw": 80.5,
    },
    "final_timing": {
        "fmax_mhz": 28.2,
        "slew_headroom_pct": -4.89,
        "tns_ns": 0,
        "endpoints_failing_hold": 0,
        "grt_setup_unrepaired": "false",
        "setup_violations": 0,
        "finalCriticalPeriod_ns": 35.43,
        "timing.final.max_slew_violations": 4,
        "final_min_period_over_clock_period_pct": 52.7,
        "worst_slew_pin_slew_ns": 1.56,
        "final_critical_path_setup_slack_ns": 31.87,
    },
    "die": {
        "fp.dieArea_sq_um": 407000,
        "core_util_floorplan_pct": 50.2,
        "core-area_sq_um": 403000,
        "num_rows": 233,
        "die_y_um": 638,
        "io-pin-count": 98,
        "die_w_um": 638,
    },
    "detailed_routing": {
        "postRouteWirelength_um": 1230000,
        "via_total_after_detailed_routing": 188000,
        "drtAntennaViolNets": 0,
        "drc": 0,
        "routed_wl_per_cell_um": 52.5,
        "first_pass_detailed_route_iteration_total": 11,
        "drt_first_iter_violations": 24100,
        "viasPerCell": 8.00,
    },
    "placement": {
        "post-dp-hpwl_um": 841000,
        "place_worst_setup_slack_ns": 32.66,
        "port-buffer-count": 73,
        "gp_congestion": 1.16,
    },
    "yosys": {
        "yosys_warnings": 1,
        "async_flop_share_pct": 0,
        "synth_cell_type_count": 73,
        "ys_area_sq_um": 202000,
        "netlist_area_sq_um": 202000,
        "ys_seq_share_pct": 30.4,
        "ys_ff": 2048,
        "number_of_flops_mapped_to_enable_cells_by_yosys": 2048,
        "synthCells": 18300,
        "ys_cells": 18300,
        "post_synth.cell_area_avg_sq_um": 11.1,
        "postSynth.topFlopCell": "sky130_fd_sc_hd__edfxtp_1",
    },
    "grt": {
        "pin_count_of_the_biggest_net_entering_global_routing": 105,
        "via_count_of_the_first_global_routing_pass": 173000,
        "first_pass_grt_wire_length_um": 1610000,
        "grt-ovfl-total": 0,
        "grt_usage_pct": 64.3,
        "grt_antenna_before_repair": 224,
    },
    "worst_setup_path": {
        "max_stage_delay_ns": 1.06,
        "crit_path_cell_trace": "buf_16, buf_4, buf_4, buf_4, buf_4, buf_12, buf_4, mux4_2, mux4_2, a22oi_1, nand3_1, a31oi_1, o211ai_1, clkdlybuf4s50_1",
        "critical_path_end": "out[2]",
        "crit_path_start": "A[0]",
        "worst_ep_arrival_time_ns": 21.97,
        "start_kind": "input pin",
        "worst-setup-path-type": "input pin to primary output",
        "end_kind": "primary output",
        "timing.critical_path.required_ns": 53.84,
        "critical-path-slowest-cell": "sky130_fd_sc_hd__a31oi_1",
        "crit_path_max_fanout": 104,
        "crit_path_frequent_cell": "sky130_fd_sc_hd__buf_4",
    },
    "cells_and_area": {
        "largest_register_ffs": 2048,
        "num-fill-cells": 33900,
        "syn2layout_area_growth_pct": 8.33,
        "layout_top_cells": "2,284 x sky130_fd_sc_hd__mux4_2, 2,208 x sky130_fd_sc_hd__mux2i_1, 2,149 x sky130_fd_sc_hd__nand2_1",
        "layout.cells.most_common": "sky130_fd_sc_hd__mux4_2",
        "final_layout_size_suffix_gt1_share_pct": 29.4,
    },
    "status": {
        "violations": "capacitance limit, slew limit",
        "outcome": "complete, but fails checks",
    },
    "clocking": {
        "clk_transition_reported_paths_ns": 0.06,
        "holdBufCountCts": 0,
        "cts_tree": "yes",
        "cts_resized": 0,
        "clk_buf_depth": 4,
        "clock-root-buffer": "sky130_fd_sc_hd__clkbuf_16",
        "cts_num_sinks": 2048,
        "post-cts-setup-buffers": 0,
        "htree_num_levels": 5,
        "cts_buffers": 275,
    },
    "flow_run": {
        "max_cap_viol_count": 2,
        "warning_count": 68,
    },
    "hold_path": {
        "min_path_type": "input pin to flip-flop",
    },
}
## Yosys cell counts (all sizes together) (64+ instances only)
cell type	instances	area (sq um)
a211oi	1054	7930
a21o	1033	7750
a21oi	261	1310
a22oi	64	480
a31oi	102	638
a32oi	67	587
buf	725	4130
clkbuf	1460	5480
edfxtp	2048	61500
mux2	1019	11500
mux2i	2213	22200
mux4	2284	51400
nand2	2198	8350
nand3	440	2230
nand3b	104	781
nand4	93	582
nor2	1672	7530
nor3	71	365
o21ai	1048	5250
## worst min-delay path by stage
stage,depth (start not counted),start,slack [ns],end
after CTS,3,WD[25],13.04,data_mem[232][1]$_DFFE_PP_
after global routing,3,WD[29],13.10,data_mem[227][5]$_DFFE_PP_
final,2,WD[26],13.08,data_mem[17][2]$_DFFE_PP_
## cell type report
type	count	area, sq um	area share [%]
well taps	5405	6760	3.08
multi-input cells	14000	132000	60.3
clock inverters	161	1520	0.694
repair buffers	1127	9140	4.17
flip-flops and latches	2048	61500	28.1
inverters	2	7.51	0.00342
clock buffers	323	7190	3.28
diodes	355	888	0.405
## worst max-delay path: cells and delay by family
kind | cells | cell delay [ns]
multiplexers | 2 | 1.04
buffers and inverters | 8 | 4.37
AND-OR/OR-AND | 3 | 2.66
AND/OR/NAND/NOR | 1 | 0.15
## kinds of logic after synthesis
logic type	count (synthesis)	share of synthesized area, %
xor gates and xnor gates	23	0.111
buffers and inverters	2187	4.75
adders and majority gates	9	0.0556
AOI/OAI and AO/OA	3798	12.5
DFF	2048	30.4
muxes	5516	42.0
and+or+nand+nor	4680	10.1
## metrics by stage
stage,utilization (%),hold WS (ns),area [sq um],cells
floorplan,-,13.96,202000,18300
global placement,52.0,14.07,210000,22600
detailed placement,52.0,14.06,210000,22600
CTS,54.2,13.04,218000,23100
global route,54.3,13.10,219000,23300
finish,54.4,13.08,219000,23400
## metal layers
metal / vias up / wire, um / global-route usage [%]
met2: 19600 / 461000 / 75.4
li1: 70800 / - / -
met5: - / 14900 / 37.9
met1: 92000 / 364000 / 70.0
met3: 4945 / 272000 / 58.0
met4: 315 / 118000 / 45.2
## where the power goes
part,total (W),internal (W),switching [W]
clock network,0.00151,0.000853,0.000661
registers,0.00144,0.00142,0.0000192
logic,0.00120,0.000367,0.000830
total,0.00415,0.00264,0.00151
Power is estimated from default activity; no workload was simulated.
