===== ./design.v =====
module Reg_w_Reset_and_WE #(parameter W= 4) (clk, reset, we, load, out);
	input clk, reset, we;
	input [W-1:0] load;
	output reg [W-1:0] out;
	always @ (posedge clk)
	begin
		if(reset == 1) begin
			out <= 0;
		end else begin
			if(we == 1) begin
				out <= load;
			end
		end
	end
endmodule
module Register_File #(parameter W=32) (clk, RegWrite, A1, A2, A3, WD3, R15_in, RD1, RD2, out0, out1, out2);
	input clk, RegWrite;
	input [3:0] A1, A2, A3;
	input [W-1:0] WD3, R15_in;
	output [W-1:0] RD1,RD2;
	output wire [W-1:0] out0, out1, out2;
	wire [15:0] write_enable;
	wire [15:0] decoder_out;
	wire [W-1:0] out3,out4, out5, out6, out7,out8, out9, out10, out11, out12, out13, out14, out15;
	decoder4_16 d1(.in0(A3[0]), .in1(A3[1]), .in2(A3[2]), .in3(A3[3]), .out0(decoder_out[0]), .out1(decoder_out[1]), .out2(decoder_out[2]), .out3(decoder_out[3]),
																							 .out4(decoder_out[4]), .out5(decoder_out[5]), .out6(decoder_out[6]), .out7(decoder_out[7]),
																							 .out8(decoder_out[8]), .out9(decoder_out[9]), .out10(decoder_out[10]), .out11(decoder_out[11]),
																							 .out12(decoder_out[12]), .out13(decoder_out[13]), .out14(decoder_out[14]), .out15(decoder_out[15]));
	and a0(write_enable[0], RegWrite, decoder_out[0]);
	and a1(write_enable[1], RegWrite, decoder_out[1]);
	and a2(write_enable[2], RegWrite, decoder_out[2]);
	and a3(write_enable[3], RegWrite, decoder_out[3]);
	and a4(write_enable[4], RegWrite, decoder_out[4]);
	and a5(write_enable[5], RegWrite, decoder_out[5]);
	and a6(write_enable[6], RegWrite, decoder_out[6]);
	and a7(write_enable[7], RegWrite, decoder_out[7]);
	and a8(write_enable[8], RegWrite, decoder_out[8]);
	and a9(write_enable[9], RegWrite, decoder_out[9]);
	and a10(write_enable[10], RegWrite, decoder_out[10]);
	and a11(write_enable[11], RegWrite, decoder_out[11]);
	and a12(write_enable[12], RegWrite, decoder_out[12]);
	and a13(write_enable[13], RegWrite, decoder_out[13]);
	and a14(write_enable[14], RegWrite, decoder_out[14]);
	and a15(write_enable[15], RegWrite, decoder_out[15]);
	Reg_w_Reset_and_WE #(W) R0(clk, 0, write_enable[0], WD3, out0);
	Reg_w_Reset_and_WE #(W) R1(clk, 0, write_enable[1], WD3, out1);
	Reg_w_Reset_and_WE #(W) R2(clk, 0, write_enable[2], WD3, out2);
	Reg_w_Reset_and_WE #(W) R3(clk, 0, write_enable[3], WD3, out3);
	Reg_w_Reset_and_WE #(W) R4(clk, 0, write_enable[4], WD3, out4);
	Reg_w_Reset_and_WE #(W) R5(clk, 0, write_enable[5], WD3, out5);
	Reg_w_Reset_and_WE #(W) R6(clk, 0, write_enable[6], WD3, out6);
	Reg_w_Reset_and_WE #(W) R7(clk, 0, write_enable[7], WD3, out7);
	Reg_w_Reset_and_WE #(W) R8(clk, 0, write_enable[8], WD3, out8);
	Reg_w_Reset_and_WE #(W) R9(clk, 0, write_enable[9], WD3, out9);
	Reg_w_Reset_and_WE #(W) R10(clk, 0, write_enable[10], WD3, out10);
	Reg_w_Reset_and_WE #(W) R11(clk, 0, write_enable[11], WD3, out11);
	Reg_w_Reset_and_WE #(W) R12(clk, 0, write_enable[12], WD3, out12);
	Reg_w_Reset_and_WE #(W) R13(clk, 0, write_enable[13], WD3, out13);
	Reg_w_Reset_and_WE #(W) R14(clk, 0, write_enable[14], WD3, out14);
	Reg_w_Reset_and_WE #(W) R15(clk, 0, 1, R15_in, out15);
	mux_16_1 m1(.s0(A1[0]),.s1(A1[1]),.s2(A1[2]),.s3(A1[3]),.in0(out0),.in1(out1),.in2(out2),.in3(out3),.in4(out4),
																			  .in5(out5),.in6(out6),.in7(out7),.in8(out8),.in9(out9),
																			  .in10(out10),.in11(out11),.in12(out12),.in13(out13),.in14(out14),
																			  .in15(out15), .out(RD1));
	mux_16_1 m2(.s0(A2[0]),.s1(A2[1]),.s2(A2[2]),.s3(A2[3]),.in0(out0),.in1(out1),.in2(out2),.in3(out3),.in4(out4),
																			  .in5(out5),.in6(out6),.in7(out7),.in8(out8),.in9(out9),
																			  .in10(out10),.in11(out11),.in12(out12),.in13(out13),.in14(out14),
																			  .in15(out15), .out(RD2));
endmodule
module decoder4_16(in0, in1, in2, in3, out0, out1, out2, out3,out4, out5, out6, out7,out8, out9, out10, out11, out12, out13, out14, out15);
	input in0, in1, in2, in3;
	output reg out0, out1, out2, out3,out4, out5, out6, out7,out8, out9, out10, out11, out12, out13, out14, out15;
	always @(in0 or in1 or in2 or in3)													 
	begin
		case ( {in3, in2, in1, in0} )												 
			4'b0000: {out15, out14, out13, out12,out11, out10, out9, out8, out7, out6, out5, out4,out3, out2, out1, out0} = 16'b0000000000000001;
			4'b0001: {out15, out14, out13, out12,out11, out10, out9, out8, out7, out6, out5, out4,out3, out2, out1, out0} = 16'b0000000000000010;
			4'b0010: {out15, out14, out13, out12,out11, out10, out9, out8, out7, out6, out5, out4,out3, out2, out1, out0} = 16'b0000000000000100;
			4'b0011: {out15, out14, out13, out12,out11, out10, out9, out8, out7, out6, out5, out4,out3, out2, out1, out0} = 16'b0000000000001000;
			4'b0100: {out15, out14, out13, out12,out11, out10, out9, out8, out7, out6, out5, out4,out3, out2, out1, out0} = 16'b0000000000010000;
			4'b0101: {out15, out14, out13, out12,out11, out10, out9, out8, out7, out6, out5, out4,out3, out2, out1, out0} = 16'b0000000000100000;
			4'b0110: {out15, out14, out13, out12,out11, out10, out9, out8, out7, out6, out5, out4,out3, out2, out1, out0} = 16'b0000000001000000;
			4'b0111: {out15, out14, out13, out12,out11, out10, out9, out8, out7, out6, out5, out4,out3, out2, out1, out0} = 16'b0000000010000000;
			4'b1000: {out15, out14, out13, out12,out11, out10, out9, out8, out7, out6, out5, out4,out3, out2, out1, out0} = 16'b0000000100000000;
			4'b1001: {out15, out14, out13, out12,out11, out10, out9, out8, out7, out6, out5, out4,out3, out2, out1, out0} = 16'b0000001000000000;
			4'b1010: {out15, out14, out13, out12,out11, out10, out9, out8, out7, out6, out5, out4,out3, out2, out1, out0} = 16'b0000010000000000;
			4'b1011: {out15, out14, out13, out12,out11, out10, out9, out8, out7, out6, out5, out4,out3, out2, out1, out0} = 16'b0000100000000000;
			4'b1100: {out15, out14, out13, out12,out11, out10, out9, out8, out7, out6, out5, out4,out3, out2, out1, out0} = 16'b0001000000000000;
			4'b1101: {out15, out14, out13, out12,out11, out10, out9, out8, out7, out6, out5, out4,out3, out2, out1, out0} = 16'b0010000000000000;
			4'b1110: {out15, out14, out13, out12,out11, out10, out9, out8, out7, out6, out5, out4,out3, out2, out1, out0} = 16'b0100000000000000;
			4'b1111: {out15, out14, out13, out12,out11, out10, out9, out8, out7, out6, out5, out4,out3, out2, out1, out0} = 16'b1000000000000000;
			default: {out15, out14, out13, out12,out11, out10, out9, out8, out7, out6, out5, out4,out3, out2, out1, out0} = 16'b0000;
		endcase
	end
endmodule
module mux_16_1 #(parameter W=32) (s0,s1,s2,s3,in0,in1,in2,in3,in4,in5,in6,in7,in8,in9,in10,in11,in12,in13,in14,in15,out);
	input s0,s1,s2,s3;
	input [W-1:0] in0,in1,in2,in3,in4,in5,in6,in7,in8,in9,in10,in11,in12,in13,in14,in15;
	output reg [W-1:0] out;
	always @ (*) 
	begin
		case({s3,s2,s1,s0})					 
			4'b0000: out = in0;
			4'b0001: out = in1;
			4'b0010: out = in2;
			4'b0011: out = in3;
			4'b0100: out = in4;
			4'b0101: out = in5;
			4'b0110: out = in6;
			4'b0111: out = in7;
			4'b1000: out = in8;
			4'b1001: out = in9;
			4'b1010: out = in10;
			4'b1011: out = in11;
			4'b1100: out = in12;
			4'b1101: out = in13;
			4'b1110: out = in14;
			4'b1111: out = in15;
			default: out = 0;
		endcase
	end
endmodule

===== ./constraint.sdc =====
current_design Register_File

set clk_period 11.2
set clk_io_pct 0.2

create_clock -name clk0 -period $clk_period [get_ports {clk}]

set non_clock_inputs [all_inputs -no_clocks]
set_input_delay [expr $clk_period * $clk_io_pct] -clock clk0 $non_clock_inputs
set_output_delay [expr $clk_period * $clk_io_pct] -clock clk0 [all_outputs]

===== ./run.sh =====
#!/bin/bash
# OpenROAD 26Q1-2900-gdf79404cd8, Yosys 0.63+post, stock flow scripts
make -C /OpenROAD-flow-scripts/flow DESIGN_CONFIG=/design/flow/config.mk WORK_HOME=/design/flow/orfs finish

===== ./config.mk =====
export PLATFORM = sky130hd
export DESIGN_NAME = Register_File
export DESIGN_NICKNAME = Register_File
export VERILOG_FILES = /design/flow/design.v
export SDC_FILE = /design/flow/constraint.sdc
export NUM_CORES = 4
export LEC_CHECK = 1
export CORE_UTILIZATION = 40

==> impl_metrics.xml <==
<?xml version="1.0" encoding="UTF-8"?>
<metrics>
  <group name="worst_setup_path">
    <metric name="max_stage_delay" unit="ns">0.80</metric>
    <metric name="slowest_stage" unit="">nand3b_2</metric>
    <metric name="critical_path.top_delay_family" unit="">buffers and inverters</metric>
    <metric name="start_kind" unit="">primary input</metric>
    <metric name="worstSetupEndpointType" unit="">output port</metric>
    <metric name="critPathArrivalTime" unit="ns">5.58</metric>
    <metric name="cells_along_the_critical_path" unit="">buf_4 -&gt; buf_4 -&gt; nand3b_2 -&gt; o32ai_1 -&gt; o31a_1 -&gt; o32a_1 -&gt; clkdlybuf4s50_1</metric>
    <metric name="cpMostUsedCell" unit="">buf_4</metric>
    <metric name="crit_required" unit="ns">8.96</metric>
    <metric name="critPathKind" unit="">in2out</metric>
    <metric name="worstPathMaxFanout" unit="">43</metric>
    <metric name="critPathBufInv" unit="">3</metric>
  </group>
  <group name="clock_tree">
    <metric name="cts.clk_slew.worst_paths" unit="ns">0.06</metric>
    <metric name="tritoncts" unit="">yes</metric>
    <metric name="tritoncts.num_buffers" unit="">56</metric>
    <metric name="post_cts.resized_instances" unit="">0</metric>
    <metric name="h-tree-depth" unit="">2</metric>
    <metric name="cts-hold-fix-buffers" unit="">0</metric>
    <metric name="cts_sinks" unit="">512</metric>
    <metric name="cts_root_buf" unit="">clkbuf_16</metric>
    <metric name="postCtsSetupRepairBufs" unit="">0</metric>
    <metric name="cts.path.max_buffers" unit="">3</metric>
  </group>
  <group name="sta">
    <metric name="grt_setup_unrepaired" unit="">no</metric>
    <metric name="smallest_hold_slack" unit="ns">2.060</metric>
    <metric name="finalSetupViolCount" unit="">0</metric>
    <metric name="final_period_demand_of_the_worst_path" unit="ns">7.822</metric>
    <metric name="worstMarginPinSlew" unit="ns">0.9937</metric>
    <metric name="max_frequency" unit="GHz">0.1278</metric>
    <metric name="final.setup.tns" unit="ns">0</metric>
    <metric name="period_used_share" unit="%">69.84</metric>
    <metric name="finalHoldViolCount" unit="">0</metric>
    <metric name="maxSlewHeadroom" unit="%">33.45</metric>
    <metric name="layout_setup_ws" unit="ns">3.378</metric>
    <metric name="slew_violations" unit="">0</metric>
  </group>
  <group name="pwr">
    <metric name="power_leakage" unit="nW">9.651</metric>
    <metric name="power.density" unit="nW/um^2">156.5</metric>
    <metric name="worst_ir_drop_vdd" unit="mV">0.1208</metric>
  </group>
  <group name="grt">
    <metric name="grt_start_max_net_pins" unit="">62</metric>
    <metric name="grt_overflow_total" unit="">0</metric>
    <metric name="vias_in_the_first_global_route" unit="">19060</metric>
    <metric name="global_route_wire_length_before_repair" unit="microns">127900</metric>
    <metric name="antenna_found_initial" unit="">1</metric>
    <metric name="grt_use_total" unit="%">32.02</metric>
  </group>
  <group name="synth">
    <metric name="enable_flop_cells" unit="">480</metric>
    <metric name="ys_seq_elements" unit="">512</metric>
    <metric name="asyncSetResetFlopFracSynth" unit="%">0</metric>
    <metric name="synth.lib_cells_used.distinct" unit="">64</metric>
    <metric name="synthesis.area_per_instance" unit="sq um">13.90</metric>
    <metric name="yosys_reported_design_area_after_synthesis" unit="sq um">23700</metric>
    <metric name="yosys_most_used_dff" unit="">edfxtp_1</metric>
    <metric name="ys_warn_count" unit="">20</metric>
    <metric name="synth.cell_area" unit="sq um">23700</metric>
    <metric name="ys_cells" unit="">1705</metric>
    <metric name="syn_inst" unit="">1705</metric>
    <metric name="synth_sequential_area_ratio" unit="%">63.52</metric>
  </group>
  <group name="drt">
    <metric name="postRouteAntennaNets" unit="">0</metric>
    <metric name="num_vias" unit="">18070</metric>
    <metric name="post-route-drc-count" unit="">0</metric>
    <metric name="route.antenna.diode_count" unit="">0</metric>
    <metric name="firstDrtPassIters" unit="">6</metric>
    <metric name="routed_wl" unit="microns">90440</metric>
    <metric name="wl_per_cell" unit="microns">33.26</metric>
    <metric name="via_per_inst" unit="">6.647</metric>
    <metric name="initialDrtViolationCount" unit="">1743</metric>
  </group>
  <group name="placed_design">
    <metric name="place_worst_setup_slack" unit="ns">3.514</metric>
    <metric name="placement.cell_area" unit="sq um">26840</metric>
    <metric name="hpwlAfterDp" unit="microns">52600</metric>
    <metric name="numPortBuffers" unit="">237</metric>
    <metric name="place.gp.congestion" unit="">0.9359</metric>
  </group>
  <group name="layout">
    <metric name="area_delta_synth_final" unit="%">20.99</metric>
    <metric name="layout_top_cell" unit="">edfxtp_1</metric>
    <metric name="layout_top_cells_excl_fill_tap" unit="">edfxtp_1 (480), clkdlybuf4s50_1 (229), a22oi_1 (194), mux2i_1 (158), o22ai_1 (132)</metric>
    <metric name="design_area" unit="sq um">28670</metric>
    <metric name="final.fill_count" unit="">4901</metric>
    <metric name="drive_gt1_share" unit="%">11.00</metric>
  </group>
  <group name="floorplanning">
    <metric name="die_width" unit="microns">245.4</metric>
    <metric name="top_level_ports" unit="">238</metric>
    <metric name="chip_area" unit="sq um">60220</metric>
    <metric name="floorplanUtilization" unit="%">40.76</metric>
    <metric name="placeableCoreArea" unit="sq um">58140</metric>
    <metric name="rows" unit="">88</metric>
    <metric name="chipHeight" unit="microns">245.4</metric>
  </group>
  <group name="run">
    <metric name="maxCapViolations" unit="">0</metric>
    <metric name="log.warning_count" unit="">25</metric>
  </group>
  <group name="outcome">
    <metric name="status" unit="">finished clean</metric>
  </group>
  <group name="min_path">
    <metric name="hold_class" unit="">in2reg</metric>
  </group>
</metrics>
synthesized netlist by cell type (all sizes together) (10+ instances only):
library cell	n	area, sq um
a21o	11	82.58
clkbuf	65	245.2
buf	88	513.0
nand2b	58	362.9
nand3	16	80.08
a21oi	32	160.2
edfxtp	480	14410
nor2b	44	275.3
a221o	20	200.2
a22o	21	183.9
a22oi	194	1456
nor2	57	214.0
o221ai	22	192.7
dfxtp	32	640.6
o22ai	132	825.8
nor3	12	70.07
o32a	63	630.6
nand2	29	111.4
nand3b	24	183.9
mux2i	158	1582
o21ai	10	50.04
mux2	10	112.6
a211o	23	201.4
where the power goes:
group / switching, mW / internal [mW] / total (mW)
sequential: 0.0281 / 2.14 / 2.16
combinational: 0.279 / 0.208 / 0.488
clock: 0.760 / 1.08 / 1.84
total: 1.07 / 3.42 / 4.49
routing by layer:
| metal | vias to the layer above | GRT usage [%] | share of wire (%) |
|---|---|---|---|
| met4 | 2 | 12.51 | 5.1 |
| met1 | 8827 | 39.44 | 34 |
| li1 | 7445 | - | - |
| met3 | 317 | 19.98 | 16 |
| met5 | - | 0.6536 | 0.019 |
| met2 | 1481 | 46.60 | 45 |
cell type report:
type	instances	area, sq um	area share (%)
clock buffers	84	1638	5.712
repair buffers	298	2803	9.774
flip-flops and latches	512	15050	52.50
multi-input cells	1033	8003	27.91
inverters	7	26.28	0.09163
well taps	765	957.2	3.338
clock inverters	20	192.7	0.6720
metrics by stage:
| stage | util, % | total power [mW] | std cells |
|---|---|---|---|
| detailed placement | 46.17 | 2.679 | 2615 |
| floorplan | - | 2.422 | 1705 |
| global placement | 46.17 | 2.678 | 2615 |
| CTS | 49.32 | 4.500 | 2719 |
| finish | 49.32 | 4.489 | 2719 |
| global route | 49.32 | 4.611 | 2719 |
worst paths after layout:
kind | depth (start not counted) | slack [ns] | from | endpoint
min | 1 | 2.06 | R15_in[22] | R15.out[22]
max | 7 | 3.38 | A2[0] | RD2[16]
kinds of logic (layout without fill, tap and decap cells):
family,count (synthesis),in the layout,share of synthesized area [%]
and+or+nand+nor,289,289,7.027
buffers and inverters,160,409,3.310
AOI/OAI and AO/OA,568,568,18.23
DFF,512,512,63.52
muxes,176,176,7.909
Power and IR drop assume default switching activity.
