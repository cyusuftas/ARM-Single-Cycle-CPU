==> design/flow/design.v <==
module Instruction_Memory(A, RD);
	input [31:0] A;
	output reg [31:0] RD;
	reg [7:0] instr_mem [0:255];
	integer i;																		  	   
	initial begin																 
		{instr_mem[3],instr_mem[2],instr_mem[1],instr_mem[0]} = 32'b11100100000100010001000000000100;
		{instr_mem[7],instr_mem[6],instr_mem[5],instr_mem[4]} = 32'b11100100000100110010000000001000;
		{instr_mem[11],instr_mem[10],instr_mem[9],instr_mem[8]} = 32'b11100001010000010000000000000010;			 
		{instr_mem[15],instr_mem[14],instr_mem[13],instr_mem[12]} = 32'b00000000100000010000000000000010;			 
		{instr_mem[19],instr_mem[18],instr_mem[17],instr_mem[16]} = 32'b11100000000000010000000000000010;		 
		{instr_mem[23],instr_mem[22],instr_mem[21],instr_mem[20]} = 32'b11100001100000010000000000000010;		 
		{instr_mem[27],instr_mem[26],instr_mem[25],instr_mem[24]} = 32'b11100010011000010000000000000001;		 
		{instr_mem[31],instr_mem[30],instr_mem[29],instr_mem[28]} = 32'b11100010001000010000000000000001;		 
		for(i=32; i<256; i= i+1) begin
			instr_mem[i] = i;
		end
	end
	always @(A)
	begin
		RD = {instr_mem[A+3],instr_mem[A+2],instr_mem[A+1],instr_mem[A]};
	end
endmodule
==> design/flow/run.sh <==
#!/bin/bash
# OpenROAD 26Q1-2900-gdf79404cd8, Yosys 0.63+post, stock flow scripts
make -C /OpenROAD-flow-scripts/flow DESIGN_CONFIG=/design/flow/config.mk WORK_HOME=/design/flow/orfs finish
==> design/flow/config.mk <==
export PLATFORM = sky130hd
export DESIGN_NAME = Instruction_Memory
export DESIGN_NICKNAME = Instruction_Memory
export VERILOG_FILES = /design/flow/design.v
export SDC_FILE = /design/flow/constraint.sdc
export NUM_CORES = 4
export LEC_CHECK = 1
export CORE_AREA = 10 10 105 105
export DIE_AREA = 0 0 115 115
==> design/flow/constraint.sdc <==
current_design Instruction_Memory

set clk_period 3.6
set clk_io_pct 0.2

create_clock -name clk0 -period $clk_period

set non_clock_inputs [all_inputs -no_clocks]
set_input_delay [expr $clk_period * $clk_io_pct] -clock clk0 $non_clock_inputs
set_output_delay [expr $clk_period * $clk_io_pct] -clock clk0 [all_outputs]
==> flow_summary_export.csv <==
group,metric,value,unit
logic_synthesis,top_area_cell,"ha_1",
finish,mostFrequentLayoutCells,"buf_4, nand2_1, clkdlybuf4s50_1",
global_route,grt_pass1_wl,12180,um
finish,area_growth,75.34,%
clock_network,hold_buffers,0,
run_status,status,"completed",
sta,max_freq,287.4,MHz
logic_synthesis,avgSynthCellArea,6.784,sq um
routing,drc,0,
logic_synthesis,yosysCellCount,282,
floorplanning,row_count,34,
flow_run,warning_count,69,
flow_run,cap_violations,0,
finish,nClkBuffers,0,
routing,wire_per_inst,14.76,um
global_route,grtUsageMet2,17.76,%
logic_synthesis,syn_area,0.001913,sq mm
floorplanning,dieHeight,115,um
global_route,grtUsageMet1,15.09,%
pwr,p_total,493.7,uW
pwr,cellPowerDensity,147.2,mW/mm^2
critical_path,startpoint_type,"input pin",
global_route,grt_pass1_vias,2480,
global_route,grt_use_met3,2.057,%
sta,final_max_slew_viol_count,0,
finish,fillers,871,
logic_synthesis,synth_warnings,1,
critical_path,worstPathArrival,2760,ps
global_route,grt_max_degree,13,
finish,drive_gt1_share,38.79,%
routing,vias_per_cell,4.901,
routing,drtIter0Drc,144,
floorplanning,dieWidth,115,um
sta,post-route-min-period,3479,ps
critical_path,worst-setup-path-type,"input pin to primary output",
critical_path,end_kind,"primary output",
global_route,grt-ovfl-total,0,
global_route,grt_antenna_before_repair,0,
routing,wirelength,7453,um
pwr,p_leak,1.430,nW
logic_synthesis,top_area_share,11.12,%
place,gp_congestion,0.9057,
place,hpwlAfterDp,5783,um
floorplanning,ioPinCount,64,
global_route,grt.busiest_layer,"met2",
sta,finalCritPeriodShare,96.64,%
floorplanning,dieArea,0.01323,sq mm
pwr,peakVddDrop,55.40,uV
routing,vias,2475,
floorplanning,initCoreUtil,21.83,%
global_route,grt_usage,10.90,%
logic_synthesis,topCellsByArea,"ha_1, nand2_1, mux2i_1",
worst_hold_path,hold_class,"input pin to primary output",
floorplanning,core_area,0.008763,sq mm
logic_synthesis,synthDistinctLibCells,60,
sta,timing_hold_violations_final,0,
finish,utilization,38.28,%
routing,ant_nets,0,
sta,finalSetupViolations,0,
critical_path,cp_max_fo,5,
finish,ff_count,0,
finish,final_common_cell,"buf_4",
sta,slew_headroom,77.80,%
sta,rsz0062_at_grt,"no",
logic_synthesis,ys_chip_area,0.001913,sq mm
place,io_buffers,40,
logic_synthesis,netlist_instances,282,
routing,diodes,0,
routing,dr.pass1.iters,4,
logic_synthesis,ys_seq_share,0,%
critical_path,required,2880,ps
sta,worst_pin_slew,324.7,ps
finish,flop_area,0,sq um
-- cell type report --
class | count | area [sq um] | share of cell area [%]
timing repair buffer | 140 | 1210 | 36.07
multi-input combinational | 244 | 1961 | 58.45
tap | 108 | 135.1 | 4.028
inverter | 13 | 48.80 | 1.455
-- worst max-delay path: stages --
cell and delay (ps):
clkbuf_4 180, inv_2 100, buf_4 170, ha_1 310, buf_4 150, or2_2 310
a21oi_2 100, o2bb2ai_1 70, mux2i_1 150, clkdlybuf4s50_1 490
-- synthesized netlist by cell type, types with 6 or more instances --
master     n
xnor2_1    8
xor2_1     7
buf_2      9
a21oi_1   16
inv_1     12
nand4_1    6
o21ai_0   21
nor2_1    22
mux2i_1   13
nor3_1    10
ha_1      17
clkbuf_1  12
nand3_1   13
nand2_1   35
-- per-stage QoR --
stage | area, sq um | instances | setup slack (ps) | hold slack (ps) | TNS, ps
2_1_floorplan | 1913 | 282 | 354.4 | 1647 | 0
3_3_place_gp | 3043 | 499 | -465.1 | 2669 | -9579
3_5_place_dp | 3043 | 499 | -473.0 | 2664 | -9421
4_1_cts | 3226 | 502 | -10.19 | 2416 | -14.45
5_1_grt | 3354 | 505 | 20.53 | 2388 | 0
6_report | 3354 | 505 | 121.1 | 2258 | 0
-- path summary, 6_finish.rpt --
| path | startpoint | endpoint | cells past startpoint |
|---|---|---|---|
| setup / recovery | A[2] | RD[16] | 10 |
| hold / removal | A[6] | RD[15] | 6 |
-- per-layer routing --
| metal | wire length [um] | share of wire, % |
|---|---|---|
| met5 | 0 | 0 |
| met1 | 3503 | 47 |
| met3 | 312 | 4.2 |
| met2 | 3561 | 48 |
| met4 | 76 | 1.0 |
-- where the power goes --
group          total, mW  internal [mW]  switching [mW]
Clock                  0              0               0
Sequential             0              0               0
Combinational      0.494          0.276           0.217
-- logic make-up after synthesis --
group,count (synthesis),share of synthesized area (%)
AOI/OAI and AO/OA,81,28.71
xor gates and xnor gates,19,10.86
adders and majority gates,17,11.12
buffers and inverters,38,9.025
muxes,19,11.51
and+or+nand+nor,108,28.78
-- repair_timing --
| action | CTS | global route |
|---|---|---|
| resized | 39 | 33 |
| cloned | 1 | 0 |
| endpoints found under the hold margin | 0 | 0 |
| setup endpoints to repair | 28 | 23 |
| setup buffers | 2 | 3 |
| pin swaps | 7 | 11 |
Power and IR drop assume default switching activity.
